[flow/run.sh]
#!/bin/bash
# OpenROAD 26Q1-2900-gdf79404cd8, Yosys 0.63+post, stock flow scripts
make -C /OpenROAD-flow-scripts/flow DESIGN_CONFIG=/design/flow/config.mk WORK_HOME=/design/flow/orfs finish
[flow/config.mk]
export PLATFORM = sky130hd
export DESIGN_NAME = divider
export DESIGN_NICKNAME = divider
export VERILOG_FILES = /design/flow/design.v
export SDC_FILE = /design/flow/constraint.sdc
export NUM_CORES = 4
export LEC_CHECK = 1
export CORE_AREA = 10 10 70 70
export DIE_AREA = 0 0 80 80
[flow/constraint.sdc]
current_design divider

set clk_period 2.4
set clk_io_pct 0.2

create_clock -name clk0 -period $clk_period [get_ports {Clk_in}]

set non_clock_inputs [all_inputs -no_clocks]
set_input_delay [expr $clk_period * $clk_io_pct] -clock clk0 $non_clock_inputs
set_output_delay [expr $clk_period * $clk_io_pct] -clock clk0 [all_outputs]
[flow/design.v]
module divider(En,Rst,Clk_in,Clk_out);
input En,Rst,Clk_in;
output reg Clk_out;
reg[4:0] Q;
parameter N=6;
initial begin Q<=N-1;end
always @(posedge Clk_in)
begin
	if(~En)
		Clk_out<=0;
	else
	begin
		if(~Rst)
			begin Q<=5'b00000; Clk_out<=0;end
		else 
			begin
				if(Q==(N-1))
				begin
					Clk_out<=~Clk_out;
					Q<=0;
				end
				else
					Q<=Q+1;
			end
	end
end
endmodule 
==> results.yml <==
# implementation run metrics
worst_hold_path:
  holdPathStages: 2
  hold_class: "register to register"
clocking:
  tritoncts: "built"
  cts_root_buf: "clkbuf_4"
  numCtsBuffers: 3
  cts_setup_buffers: 0
  cts.path.max_buffers: 2
  h-tree-depth: 1
  clkTransAtPathRegs_ps: 40
  postCtsHoldBufs: 0
  clk_latency_ps: 260
  ctsResizeCount: 0
  cts.sinks: 6
layout:
  fillers: 400
  stdcell_count: 78
  areaGrowthSynthToFinish_pct: 34.0
  drive_gt1_frac: 0.188
  final_area_um2: 449
  mi_logic_area_um2: 161
  flop_area_um2: 170
logic_synthesis:
  synth_cells: 25
  yosysUniqueCellTypes: 16
  synthesis.area_um2: 335
  yosys_cells: 25
  syn_avg_cell_area_um2: 13.4
  yosysWarnings: 1
  ys_ff: 6
  synth_seq_share: 0.507
  yosys-stat-area_um2: 335
pwr:
  netSwitchingFraction: 0.241
  vdd_drop_max_mv: 0.190
  powerDensity_nw_per_um2: 583
  combPwrFrac: 0.101
  p_sw_w: 0.0000630
  p_int_w: 0.000199
  clkPwrFrac: 0.411
  p_leak_nw: 0.145
  finalPower_w: 0.000262
  p_seq_frac: 0.489
die:
  die_w_um: 80
  die_area_um2: 6400
  die_h_um: 80
  ios: 4
  core_area_um2: 3420
  num_rows: 21
  floorplan.core_util: 0.0982
grt:
  grtUsageTotal: 0.0200
  grt_use_met2: 0.0257
  top_usage_layer: "met2"
  grtUsageMet3: 0.0193
  antenna_found_initial: 0
  grt_pass1_wl_um: 1010
  use_met1: 0.0230
  first_global_vias: 222
  grt.overflow.total: 0
  grt_max_degree: 9
setup_path:
  crit_start: "Clk_out$_SDFFE_PN0N_"
  rrSetupSlack_ps: 1060
  crit_cells: 1
  cp-start-kind: "register"
  critPathTopFamily: "buffers and inverters"
  crit_slowest_cell: "clkdlybuf4s50_1"
  timing.rr.start: "Q[0]$_SDFFCE_PP0P_"
  cp-endpoint: "Clk_out"
  path_cells: "clkdlybuf4s50_1"
  path_buffers: 1
  crit_path_max_incr_delay_ps: 490
  r2r_end: "Q[3]$_SDFFCE_PP0P_"
  cp_max_fo: 3
  worstSetupPathType: "register to output pin"
  cp-end-kind: "output pin"
  rr_worst_depth: 3
  arrival_ps: 1070
  cp_data_required_time_ps: 1920
routing:
  wl_um: 597
  vias: 224
  firstDrtPassIters: 2
  wire_per_inst_um: 7.65
  antenna_cells: 0
  routed_via_density: 2.87
  drc_errors: 0
  final_antenna_net_count: 0
  drtIter0Drc: 3
placed_design:
  routabilityCongestion: 0.706
  io_buffers: 3
  dp_cells: 74
  place_area_um2: 423
run_status:
  status: "finished, final reports clean"
sta:
  tightest_slew_ps: 348
  rsz0062_at_grt: "no"
  relSlewSlack: 0.766
  max_freq_mhz: 646
  fin_crit_sh: 0.645
  period_minus_slack_ps: 1550
  drv_slew: 0
  clock_skew_ps: 15.5
  hold_viol: 0
  fin_setup_tns_ps: 0
  finalSetupViolCount: 0
run:
  log.warning_count: 26
  cap_violations: 0
[how the worst min path moves through the flow]
stage,startpoint,slack (ps),end
finish,Clk_out$_SDFFE_PN0N_,500,Clk_out$_SDFFE_PN0N_
CTS,Clk_out$_SDFFE_PN0N_,500,Clk_out$_SDFFE_PN0N_
global route,Clk_out$_SDFFE_PN0N_,560,Clk_out$_SDFFE_PN0N_
[cell type report]
type | count | area share
multi-input combinational | 18 | 0.359
timing repair buffer | 3 | 0.0669
sequential | 6 | 0.379
inverter | 1 | 0.00836
tap | 46 | 0.128
clock buffer | 4 | 0.0585
[per-layer routing]
metal  vias to the layer above  share of wire
li1                        112              -
met1                       104           0.48
met2                         6           0.39
met3                         2           0.12
met4                         0          0.010
met5                         -              0
[cells in the mapped netlist (all sizes together)]
master | n | area [µm²]
nor4 | 1 | 21.3
dfxtp | 1 | 20.0
and4bb | 1 | 16.3
a21oi | 1 | 5.00
mux2i | 2 | 20.0
edfxtp | 5 | 150
nand2 | 1 | 3.75
xnor2 | 1 | 8.76
nor3b | 3 | 22.5
nand3b | 1 | 7.51
and4 | 1 | 10.0
nand2b | 1 | 6.26
ha | 2 | 25.0
inv | 1 | 3.75
o21ai | 1 | 5.00
nand3 | 2 | 10.0
[worst register-to-register path, cell delays in order (launching register included)]
cell and delay [ps]:
edfxtp_1 460, ha_1 240, and4bb_4 220, nor4_4 250
[cell usage in the layout, fill, tap and decap left out]
master           count
ha_1                 2
clkbuf_4             3
a21oi_1              1
mux2i_1              2
nor4_4               1
nand2b_1             1
and4_2               1
clkdlybuf4s50_1      3
nand3b_1             1
xnor2_1              1
and4bb_4             1
nand3_1              2
clkbuf_1             1
dfxtp_1              1
edfxtp_1             5
nor3b_1              3
o21ai_0              1
nand2_1              1
inv_1                1
[metrics by stage]
stage	utilization	hold WS [ps]	setup slack, ps
2_1_floorplan	-	441	1150
3_3_place_gp	0.124	488	817
3_5_place_dp	0.124	492	792
4_1_cts	0.132	501	826
5_1_grt	0.132	555	792
6_report	0.132	497	853
[state kept, by name, indices dropped and copies added (netlist names)]
| signal | count |
|---|---|
| Clk_out | 1 |
| Q | 5 |
[power by group through the flow]
stage | registers [W] | logic (W) | clock network, W
CTS | 0.000128 | 0.0000263 | 0.000112
global route | 0.000129 | 0.0000299 | 0.000118
finish | 0.000128 | 0.0000264 | 0.000108
[cell families after synthesis]
group                      synth area share
AOI/OAI and AO/OA                    0.0298
xor gates and xnor gates             0.0261
DFF                                   0.507
and+or+nand+nor                       0.291
muxes                                0.0597
adders and majority gates            0.0746
buffers and inverters                0.0112
Power is estimated from default activity; no workload was simulated.
